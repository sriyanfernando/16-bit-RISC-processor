==> design/flow/design.v <==
module REG4BIT(S1,S0,IN,LIN,RIN,OUT,CLOCK,ENABLE);
input S1,S0;       
input CLOCK,ENABLE;
input LIN,RIN;    
input [3:0] IN;  
output [3:0] OUT;
reg [3:0] OUT;    
always @(posedge CLOCK)
 begin
 if(ENABLE) OUT=4'b1111;
 else 
   begin
   case({S1,S0})
    2'b00: OUT=OUT;      
    2'b01: OUT={RIN,OUT[3:1]};  
    2'b10: OUT={OUT[2:0],LIN};  
    2'b11: OUT=IN ;       
   endcase
   end
 end
endmodule
==> design/flow/run.sh <==
#!/bin/bash
# OpenROAD 26Q1-2900-gdf79404cd8, Yosys 0.63+post, stock flow scripts
make -C /OpenROAD-flow-scripts/flow DESIGN_CONFIG=/design/flow/config.mk WORK_HOME=/design/flow/orfs finish
==> design/flow/config.mk <==
export PLATFORM = sky130hd
export DESIGN_NAME = REG4BIT
export DESIGN_NICKNAME = REG4BIT
export VERILOG_FILES = /design/flow/design.v
export SDC_FILE = /design/flow/constraint.sdc
export NUM_CORES = 4
export LEC_CHECK = 1
export CORE_AREA = 10 10 70 70
export DIE_AREA = 0 0 80 80
==> design/flow/constraint.sdc <==
current_design REG4BIT

set clk_period 1.1
set clk_io_pct 0.2

create_clock -name clk0 -period $clk_period [get_ports {CLOCK}]

set non_clock_inputs [all_inputs -no_clocks]
set_input_delay [expr $clk_period * $clk_io_pct] -clock clk0 $non_clock_inputs
set_output_delay [expr $clk_period * $clk_io_pct] -clock clk0 [all_outputs]
==> results_slide.txt <==
Key Metrics from the Run

Status
  • Outcome: finished, violations left
  • Failing checks: negative setup slack

Logic synthesis
  • Seq cells post-synth: 4
  • Mapped Cells: 12
  • Synth Warn #: 1
  • Chip Area, Yosys: 210 sq um
  • Post-Syn Area: 210 sq um
  • Top cells by area: mux4_1, dfxtp_1, or2_1
  • Area leader share: 50.0%
  • Avg Inst Size Synth: 17.5 sq um
  • Post-synth seq share: 38.1%
  • Cells in synth_stat.txt: 12
  • Yosys cell types: 3
  • Synth area leader: mux4_1

Job
  • Tool Warnings: 27
  • Max cap viols: 0

Worst setup path
  • CP delay by family, top: multiplexers
  • Crit-path cells: buf_6 > mux4_2 > or2_1
  • Crit path max fanout: 3
  • Critical path endpoint category: flip-flop
  • CP max stage delay: 460 ps
  • Crit-path slowest cell: mux4_2
  • Critical path arrival: 1330 ps
  • WP data required: 1210 ps
  • Crit path launch type: flip-flop
  • Setup CP Type: reg2reg
  • CP Buf/Inv Count: 1

Place
  • IO Port Bufs: 13
  • Post-DP HPWL: 558 microns
  • Routability cong.: 0.826

Detailed routing
  • Final ANT Viol Nets: 0
  • Final WL: 742 microns
  • DRC viols: 0
  • Routed len/inst: 9.51 microns
  • Via count: 194
  • Initial DRC count: 7
  • DR vias/cell: 2.49
  • Inserted Diodes: 0
  • Drt first pass iters: 4

Final timing
  • Final hold violations: 0
  • Setup TNS: -429 ps
  • Clock period minus worst slack: 1220 ps
  • Slew @ Worst Pin: 159 ps
  • Clk_skew: 2.69 ps
  • FMAX: 820 MHz
  • Rel. slew slack: 89.4%
  • Worst setup margin: -120 ps
  • Fin crit share: 111%
  • Slew Viols, Final: 0
  • RSZ-0062 raised after global routing: true
  • Setup-failing EPs final: 4

Global route
  • GRT Total Usage: 2.37%
  • Grt ovf: 0
  • Initial antenna violation count: 0
  • Vias in the first global route: 232
  • Pin count of the biggest net entering global routing: 5
  • Global-route wire length before repair: 1120 microns

Floorplan
  • Die area: 0.00640 sq mm
  • Ports: 14
  • Die W: 80 microns
  • Die H: 80 microns
  • Core area: 0.00342 sq mm
  • Pre-Place Util: 6.15%
  • FP Rows: 21

Clock network
  • CTS H-tree depth: 1
  • Clock root cell: clkbuf_4
  • Clock Sinks: 4
  • Latency at later pin: 230 ps
  • Max clock buf depth: 2
  • CTS clock-pin slew for the worst setup and hold paths: 40 ps
  • CTS tree: done
  • TritonCTS buffer count: 3

Finish
  • Area grow syn2layout: 107%
  • Max reg flops: 4
  • Most common logic cells in the final layout: clkdlybuf4s50_1, dfxtp_2, mux4_2, or2_1, dlygate4sd2_1
  • Fin util: 12.7%
  • FILL cells: 398
  • Comb gate area: 115 sq um
  • Sequential cell area in the final layout: 85.1 sq um
  • Most used logic cell in the final layout: clkdlybuf4s50_1
  • Layout cells sized above 1: 53.1%

Hold path
  • Hold Crit Class: in2reg

Power and ir drop
  • Maximum VDD drop: 233 uV
  • Leak: 0.000145 uW
  • PwrDens: 1020 mW/mm^2
-- Yosys cell counts --
cell type,instances
dfxtp_1,4
mux4_1,4
or2_1,4
-- final cells by class --
type                    instances  area share (%)
repair buffers                 17            35.6
multi-input cells               8            26.4
flip-flops and latches          4            19.5
well taps                      46            13.2
clock buffers                   3            5.17
-- power by group --
group | internal, uW | switching (uW)
logic | 73.4 | 26.1
clock network | 122 | 56.7
registers | 158 | 6.83
-- stage by stage --
step / power [uW] / instance area, sq um / worst slack [ps] / instances / hold slack, ps
final: 443 / 435 / -120 / 78 / 502
after global routing: 476 / 435 / -143 / 78 / 519
after CTS: 448 / 438 / -131 / 77 / 581
after detailed placement: 254 / 405 / -620 / 72 / 650
after global placement: 253 / 405 / -615 / 72 / 651
after floorplan: 189 / 210 / 26.6 / 12 / 320
-- worst reg2reg max path: stages, from the launching register on --
cell and delay [ps]:
dfxtp_2 310, buf_6 110, mux4_2 460, or2_1 210
-- metal layers --
metal	share of wire [%]	global-route usage, %	wire length, microns	vias to the layer above
li1	-	-	-	88
met1	50	3.04	374	81
met2	18	1.12	132	25
met3	32	4.09	235	0
met4	0	0.528	0	0
met5	0	3.33	0	-
-- what timing repair did --
action                                  4_1_cts  5_1_grt
resized                                      16        3
endpoints found under the setup margin        8        4
hold buffers                                  0        0
pin swaps                                     1        2
hold endpoints to repair                      0        0
buffers inserted                              2        1
-- logic make-up (layout without fill, tap and decap cells) --
logic type	after synthesis	after routing	synth area share, %
muxes	4	4	50.0
DFF	4	4	38.1
buffers and inverters	0	20	0
and+or+nand+nor	4	4	11.9
-- worst paths after layout --
| path | from | to | slack (ps) | cells after the start |
|---|---|---|---|---|
| worst max-delay path | OUT[2] | OUT[1] | -120 | 3 |
| worst min-delay path | S0 | OUT[1] | 500 | 3 |
| worst max register to register | OUT[2] | OUT[1] | -120 | 3 |
| worst min register to register | OUT[3] | OUT[2] | 660 | 2 |
Power is estimated from default activity; no workload was simulated.
