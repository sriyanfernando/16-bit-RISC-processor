File: ./run.sh
#!/bin/bash
# OpenROAD 26Q1-2900-gdf79404cd8, Yosys 0.63+post, stock flow scripts
make -C /OpenROAD-flow-scripts/flow DESIGN_CONFIG=/design/flow/config.mk WORK_HOME=/design/flow/orfs finish
File: ./constraint.sdc
current_design ADDER

set clk_period 7.9
set clk_io_pct 0.2

create_clock -name clk0 -period $clk_period

set non_clock_inputs [all_inputs -no_clocks]
set_input_delay [expr $clk_period * $clk_io_pct] -clock clk0 $non_clock_inputs
set_output_delay [expr $clk_period * $clk_io_pct] -clock clk0 [all_outputs]
File: ./design.v
module ADDER(a,b,sum);
	input [15:0] a, b;
	output [15:0] sum;
	assign sum = a + b;
endmodule
File: ./config.mk
export PLATFORM = sky130hd
export DESIGN_NAME = ADDER
export DESIGN_NICKNAME = ADDER
export VERILOG_FILES = /design/flow/design.v
export SDC_FILE = /design/flow/constraint.sdc
export NUM_CORES = 4
export LEC_CHECK = 1
export CORE_AREA = 10 10 70 70
export DIE_AREA = 0 0 80 80
==> out/metrics.yaml <==
status: "finished clean"
grtUsageMet1_pct: 10.53
end_kind: "output pin"
worst_setup_path_start_kind: "input pin"
cap_violations: 0
grt.overflow.total: 0
fmax_ghz: 0.1718
seq_cells: 0
worstSetupPathType: "in2out"
grt_use_total_pct: 7.539
wl_per_cell_um: 12.53
cp.arrival_ns: 4.24
power.density_nw_per_um2: 84.14
postCtsSetupBuffers: 0
io_buffer_count: 48
cpMostUsedCell: "clkdlybuf4s50_1"
worst_slack_ns: 2.081
warnings: 32
grt.met2_usage_pct: 12.36
cp_max_fo: 3
grt_pass1_vias: 933
grt_pass1_wl_mm: 4.140
firstDrtPassIters: 6
io_pins: 48
crit_path_max_incr_delay_ns: 0.49
totalWireLength_mm: 2.406
path_buffers: 2
seq_power_share_pct: 0
drive_gt1_share_pct: 2.740
maxSlewHeadroom_pct: 71.71
yosysWarnings: 0
worst_pin_slew_ns: 0.4199
via_per_inst: 4.599
drv_slew: 0
startpoint: "a[0]"
ctsHoldBuffers: 0
flop_area_um2: 0
fp-utilization_pct: 21.21
antenna_found_initial: 0
required_ns: 6.32
gr-usage-met3_pct: 1.477
period_used_pct: 73.66
finalWeightedCongestion: 0.8503
coreArea_um2: 3416
crit_chain: "clkdlybuf4s50_1, ha_1, fa_1, a21o_2, a311oi_2, nor3_1, o41ai_2, xnor2_1, clkdlybuf4s50_1"
n_antenna_cell: 0
die_x_um: 80
syn-cell-area_um2: 724.4
final_util_pct: 36.96
netlist_instances: 98
rsz0062_at_grt: "no"
die_area_um2: 6400
clockPowerShare_pct: 0
path_delay_family: "buffers and inverters"
postRouteAntennaNets: 0
min_period_ns: 5.819
placed_area_um2: 1262
dp_hpwl_mm: 2.211
ys_chip_area_um2: 724.4
synth_cell_types: 27
swShare_pct: 36.48
internal-power_w: 0.00006747
combGateArea_um2: 713.2
nClkBuffers: 0
ir_drop_mv: 0.02234
grt_max_degree: 7
cp_slowest_cell: "clkdlybuf4s50_1"
power_leakage_nw: 0.5007
synth_stat.cells: 98
seq_area_frac_synth_pct: 0
postLayoutCellArea_um2: 1262
num_vias: 883
cts_repair_resize_count: 0
dp_slack_ns: 2.054
areaGrowthSynthToFinish_pct: 74.27
grt.busiest_layer: "met2"
drtIter0Drc: 30
crit_cells: 9
setup_tns_ns: 0
finalSetupViolCount: 0
net-switching-power_w: 0.00003876
synth.avg_cell_area_um2: 7.392
fillerInstances: 356
die_h_um: 80
num_rows: 21
combPwrFrac_pct: 100.0
holdPathStages: 3
hold_class: "in2out"
min_from: "b[0]"
drc: 0
hold_violations: 0
[cells in the final DEF (no fill, tap or decap)]
cell              n
xnor2_1          10
nor2b_1           2
mux2i_1           1
o22ai_1           1
o211ai_1          3
a21oi_1          17
nor3b_1           1
a311oi_1          1
ha_1             15
a211oi_1          1
nor3_1            3
nand2_1           9
a31oi_1           1
inv_1             3
and3_1            1
a211o_1           1
a21o_2            1
fa_1              1
nand3_1           4
or2_2             1
nor2_1            2
a311oi_2          1
o21bai_1          2
o41ai_2           1
a21o_1            2
clkdlybuf4s50_1  48
xor2_1            5
o21ai_0           8
[final cells by class]
cell class / instances / area share, %
inverters: 3 / 0.8920
multi-input cells: 95 / 56.49
well taps: 46 / 4.559
repair buffers: 48 / 38.06
[synthesized netlist by cell type (2+ instances only)]
master | instances | area, um^2
o21ai_0 | 8 | 40.04
xor2_1 | 5 | 43.79
xnor2_1 | 10 | 87.58
o21bai_1 | 2 | 15.01
inv_1 | 3 | 11.26
nand2_1 | 9 | 33.78
a21oi_1 | 17 | 85.08
nor2b_1 | 2 | 12.51
ha_1 | 15 | 187.7
nor2_1 | 2 | 7.510
nand3_1 | 4 | 20.02
o211ai_1 | 3 | 22.52
a21o_1 | 2 | 15.01
nor3_1 | 3 | 15.01
[power by group through the flow]
stage | sequential [W] | clock, W | combinational, W
global route | 0 | 0 | 0.000120
finish | 0 | 0 | 0.000106
CTS | 0 | 0 | 0.000109
[layer usage]
layer | wire length, um | share of wire (%)
met3 | 182 | 7.6
met1 | 1149 | 48
met2 | 1074 | 45
met5 | 0 | 0
met4 | 0 | 0
[per-stage QoR]
| stage | total power [W] | hold WS [ns] | instances |
|---|---|---|---|
| floorplan | 0.00004751 | 3.232 | 98 |
| global placement | 0.0001077 | 4.199 | 192 |
| detailed placement | 0.0001079 | 4.194 | 192 |
| CTS | 0.0001086 | 4.198 | 192 |
| global route | 0.0001197 | 4.246 | 192 |
| finish | 0.0001062 | 4.188 | 192 |
[worst paths after layout]
check / slack [ns] / endpoint
min: 4.19 / sum[0]
max: 2.08 / sum[12]
[kinds of logic after synthesis]
group	synth area share (%)
AND-OR/OR-AND	35.23
XOR/XNOR	18.13
adder cells (fa/ha/maj)	28.67
buffers and inverters	1.554
multiplexers	1.382
AND/OR/NAND/NOR	15.03
Power figures rest on the tool's default switching activity, not on a simulated workload.
